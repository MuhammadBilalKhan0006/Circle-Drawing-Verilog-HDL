**design/flow/run.sh**
```bash
#!/bin/bash
# OpenROAD 26Q1-2900-gdf79404cd8, Yosys 0.63+post, stock flow scripts
make -C /OpenROAD-flow-scripts/flow DESIGN_CONFIG=/design/flow/config.mk WORK_HOME=/design/flow/orfs finish
```
**design/flow/config.mk**
```make
export PLATFORM = sky130hd
export DESIGN_NAME = task3
export DESIGN_NICKNAME = task3
export VERILOG_FILES = /design/flow/design.v
export SDC_FILE = /design/flow/constraint.sdc
export NUM_CORES = 4
export LEC_CHECK = 1
export CORE_UTILIZATION = 40
```
**design/flow/design.v**
```verilog
module task3(
    input clk, 
    input rstn,
	 input unsigned [4:0] radius,
	 input [2:0] colour_inp,
	 input draw,
    output reg [7:0] vga_x, 
    output reg [6:0] vga_y,
	 output reg [2:0] vga_colour, 
    output reg vga_plot
	 );
	 reg [7:0] xc = 8'd80, x_off = 8'd0;
	 reg [6:0] yc = 7'd60, y_off = 7'd0;
	 reg clear_done = 1'b0;
	 reg signed [7:0] d = 8'd0;
	 reg [3:0] state, next_state;
	 parameter SETUP = 4'b1100, CLEAR = 4'b0000, IDLE = 4'b0001, START = 4'b1011, oct1 = 4'b0010, 
	           oct2 = 4'b0011,
	           oct3 = 4'b0100, oct4 = 4'b0101, oct5 = 4'b0110,
	           oct6 = 4'b1000, oct7 = 4'b1001, oct8 = 4'b1010;
	 always@(posedge clk or posedge rstn)
	 begin
	  if (rstn == 1'b1)
		  state <= SETUP;
	  else
	     state <= next_state;
    end
	 always@(*)
	 begin
	   case (state)
		SETUP: next_state = CLEAR;
		CLEAR: begin if (clear_done == 1'b1)
		         next_state = IDLE;
				 else
				   next_state = CLEAR; end
		IDLE: begin if (draw == 1'b0)
		          next_state = START;
			   else
				    next_state = IDLE;
				end
		START: next_state = oct1;
		oct1: next_state = oct2;
		oct2: next_state = oct3;
		oct3: next_state = oct4;
		oct4: next_state = oct5;
		oct5: next_state = oct6;
		oct6: next_state = oct7;
		oct7: next_state = oct8;
		oct8: begin
		       if (x_off > y_off)
				  next_state = IDLE;
				 else
				  next_state = oct1;
				end
	   default: next_state = SETUP;
		endcase
	 end
	 always@(posedge clk)
	 begin
	 case(state)
	 SETUP: begin
	           vga_x <= 0;
              vga_y <= 0;
              vga_plot <= 0;
				  vga_colour <= 3'b000;
				  clear_done <= 1'b0;
			  end
	 CLEAR: begin 
	         if (vga_x < 159) begin
                vga_x <= vga_x + 1'b1;
                vga_plot <= 1;
					 vga_colour <= 3'b000;
            end 
				else if (vga_y < 119) begin
                vga_y <= vga_y + 1'b1;
                vga_x <= 0;
                vga_plot <= 1;
					  end
			   else begin
				   clear_done <= 1'b1;
					end
            end
	 IDLE: begin clear_done <= 1'b0; 
	       end
	 START: begin
	         x_off <= 0;
				y_off <= {2'b00,radius};
				d <= 8'd3 - (8'd2*({3'b000,radius}));
				vga_colour <= colour_inp;
				vga_x <= 0;
            vga_y <= 0;
            vga_plot <= 0;
				end
	 oct1: begin
		       vga_x <= xc + x_off;
				 vga_y <= yc + y_off;
				 vga_plot <= 1'b1;
				 vga_colour <= colour_inp;
				end
		oct2: begin
		       vga_x <= xc - x_off;
				 vga_y <= yc + y_off;
				 vga_plot <= 1'b1;
				 vga_colour <= colour_inp;
				end
		oct3: begin
		       vga_x <= xc + x_off;
				 vga_y <= yc - y_off;
				 vga_plot <= 1'b1;
				 vga_colour <= colour_inp;
				end
		oct4: begin
		       vga_x <= xc - x_off;
				 vga_y <= yc - y_off;
				 vga_plot <= 1'b1;
				 vga_colour <= colour_inp;
				end
		oct5: begin
		       vga_x <= xc + y_off;
				 vga_y <= yc + x_off;
				 vga_plot <= 1'b1;
				 vga_colour <= colour_inp;
				end
		oct6: begin
		       vga_x <= xc - y_off;
				 vga_y <= yc + x_off;
				 vga_plot <= 1'b1;
				 vga_colour <= colour_inp;
				end
		oct7: begin
		       vga_x <= xc + y_off;
				 vga_y <= yc - x_off;
				 vga_plot <= 1'b1;
				 vga_colour <= colour_inp;
				end
		oct8: begin
		       vga_x <= xc - y_off;
				 vga_y <= yc - x_off;
				 vga_plot <= 1'b1;
				 vga_colour <= colour_inp;
				 x_off <= x_off + 1'b1;
				 if (d[7] == 1'b1)
				   d <= d + ((8'b0000100)*(x_off + 1'b1)) + 8'b00000110;
				 else
				   begin
					 d <= d + ((8'b0000100)*((x_off + 1'b1) - y_off)) + 8'b00001100;
					 y_off <= y_off - 7'd1;
					end		 
				end
		endcase
	 end
endmodule
```
**design/flow/constraint.sdc**
```tcl
current_design task3

set clk_period 4.1
set clk_io_pct 0.2

create_clock -name clk0 -period $clk_period [get_ports {clk}]

set non_clock_inputs [all_inputs -no_clocks]
set_input_delay [expr $clk_period * $clk_io_pct] -clock clk0 $non_clock_inputs
set_output_delay [expr $clk_period * $clk_io_pct] -clock clk0 [all_outputs]
```
==> results.json <==
{
  "fin_area_um2": 4840,
  "synthAoiAreaFrac_pct": 15.4,
  "period_used_pct": 86.0,
  "antenna_found_initial": 0,
  "numCtsBuffers": 5,
  "placed_cells": 605,
  "end_kind": "flip-flop",
  "cts_tree": "done",
  "totalWireLength_mm": 9.99,
  "die_area_um2": 11400,
  "final_max_slew_viol_count": 0,
  "root_buffer": "clkbuf_8",
  "fin_setup_tns_ns": 0,
  "path_cells": "ha_1 > inv_1 > fa_1 > ha_1 > inv_1 > ha_1 > inv_1 > fa_1 > nand2b_1 > a21oi_1 > xnor2_1 > xnor2_1 > xnor2_1 > a31oi_1",
  "rows": 37,
  "min_path_type": "flip-flop to flip-flop",
  "io_pins": 30,
  "crit_slowest_cell": "edfxtp_1",
  "clock-sinks": 54,
  "die_y_um": 107,
  "fmaxAchievable_mhz": 284,
  "post-place-ws_ns": 0.570,
  "synthAdderAreaFrac_pct": 12.8,
  "drtPass1Iterations": 5,
  "maxCapViolations": 0,
  "synth.distinct_cells": 61,
  "seqCellArea_um2": 1560,
  "drc": 0,
  "yosys.area_share.simple_pct": 15.1,
  "status": "completed",
  "die_width_um": 107,
  "grtUsageTotal_pct": 19.7,
  "ff2ff_setup_slack_ns": 0.57,
  "worstSetupPathType": "flip-flop to flip-flop",
  "synth.avg_cell_area_um2": 9.55,
  "postSynthSeqShare_pct": 35.7,
  "grt_max_degree": 25,
  "grt_overflow": 0,
  "mux_share_pct": 4.41,
  "initCoreUtil_pct": 41.8,
  "edf_count": 42,
  "start_kind": "flip-flop",
  "syn_area_um2": 4370,
  "cp.arrival_ns": 3.58,
  "cts_max_path_buffers": 2,
  "fin_cells": 613,
  "gp_congestion": 0.932,
  "n_antenna_cell": 0,
  "final_util_pct": 46.2,
  "async_flop_share_pct": 22.2,
  "worstPathMaxFanout": 11,
  "numPortBuffers": 29,
  "antenna_left": 0,
  "dr.first_iter.drc_count": 181,
  "yosys_cells": 458,
  "vias": 3315,
  "flop_cell": "edfxtp_1",
  "vias_per_cell": 5.41,
  "fin_crit_ns": 3.53,
  "cts_hold_buf": 0,
  "num-fill-cells": 999,
  "worst_pin_slew_ns": 0.751,
  "finalSetupViolCount": 0,
  "area_delta_synth_final_pct": 10.6,
  "layout_setup_ws_ns": 0.573,
  "tool_warnings": 26,
  "slew_headroom_pct": 49.8,
  "critPathBufInv": 3,
  "core_area_um2": 10500,
  "rsz0062_at_grt": "false",
  "top_logic_kind": "AND-OR/OR-AND gates",
  "ys_ff": 54,
  "postCtsSetupRepairBufs": 0,
  "drive_gt1_share_pct": 6.71,
  "cp_data_required_time_ns": 4.15,
  "fin_skew_ns": 0.00858,
  "hold_violations": 0,
  "yosysWarnings": 1,
  "post-dp-hpwl_mm": 7.56,
  "insertion_delay_ns": 0.32,
  "cpPeakStageDelay_ns": 0.57,
  "grt_pass1_wl_mm": 16.7,
  "syn-instance-count": 458,
  "wire_per_inst_um": 16.3,
  "place_area_um2": 4740,
  "logic_area_um2": 2560,
  "xor_share_pct": 10.7,
  "grt_pass1_vias": 3255,
  "clkTransAtPathRegs_ns": 0.11,
  "crit_family": "adder cells",
  "ctsResizeCount": 0,
  "ys_chip_area_um2": 4370,
  "htreeDepth": 2
}
[sequential cells by signal, indices dropped and copies added, names as in the netlist]
name,count
vga_colour,3
state,12
d,7
y_off,7
clear_done,1
vga_y,7
vga_plot,1
vga_x,8
x_off,8
[worst paths after layout]
check	cells after the start	end	from
max in group asynchronous	2	state[0]$_DFF_PP1_	rstn
worst max-delay path	14	d[7]$_DFFE_PP_	x_off[1]$_SDFFCE_PN0P_
min in group asynchronous	2	state[6]$_DFF_PP0_	rstn
worst min-delay path	0	state[9]$_DFF_PP0_	state[3]$_DFF_PP0_
worst min register to register	0	state[9]$_DFF_PP0_	state[3]$_DFF_PP0_
worst max register to register	14	d[7]$_DFFE_PP_	x_off[1]$_SDFFCE_PN0P_
[synthesized netlist by cell type, types with 4 or more instances]
cell type / number / area share (%)
a211oi_1: 4 / 0.69
a21o_1: 8 / 1.4
a21oi_1: 36 / 4.1
and2_1: 9 / 1.3
buf_2: 4 / 0.46
buf_6: 4 / 1.0
clkbuf_1: 13 / 1.1
dfrtp_1: 11 / 6.3
edfxtp_1: 42 / 29
ha_1: 40 / 11
inv_1: 34 / 2.9
mux2i_1: 17 / 3.9
nand2_1: 29 / 2.5
nand3_1: 18 / 2.1
nor2_1: 37 / 3.2
nor2b_1: 8 / 1.1
nor3_1: 9 / 1.0
o211ai_1: 4 / 0.69
o21ai_0: 14 / 1.6
o22ai_1: 7 / 1.0
xnor2_1: 38 / 7.6
xor2_1: 13 / 2.6
[per-layer routing]
metal  up-vias  track usage, %  wire length [um]
met2       105            29.8              4390
met4         0            4.21               248
li1       1664               -                 -
met5         -               0                 0
met1      1530            30.8              4820
met3        16            3.56               531
[cell families (layout without fill, tap and decap cells)]
kind of cell             Yosys count  in the layout
other                              1              1
XOR/XNOR                          52             52
AND-OR/OR-AND                    102            102
AND/OR/NAND/NOR                  131            131
adder cells (fa/ha/maj)           43             43
multiplexers                      19             19
buffers and inverters             56             75
flip-flops                        54             54
[cell type report]
type / instances / area share, %
clock buffer: 5 / 1.42
clock inverter: 3 / 0.543
inverter: 34 / 2.64
multi-input combinational: 348 / 52.9
sequential: 54 / 32.3
tap: 136 / 3.52
timing repair buffer: 33 / 6.62
[cells in the final DEF, fill, tap and decap left out, types with 5 or more instances in the layout]
| master | netlist | final |
|---|---|---|
| a21o_1 | 8 | 8 |
| a21oi_1 | 36 | 36 |
| and2_1 | 9 | 9 |
| clkbuf_8 | 0 | 5 |
| clkdlybuf4s50_1 | 0 | 29 |
| dfrtp_1 | 11 | 11 |
| edfxtp_1 | 42 | 42 |
| ha_1 | 40 | 40 |
| inv_1 | 34 | 34 |
| mux2i_1 | 17 | 17 |
| nand2_1 | 29 | 29 |
| nand3_1 | 18 | 18 |
| nor2_1 | 37 | 37 |
| nor2b_1 | 8 | 8 |
| nor3_1 | 9 | 9 |
| o21ai_0 | 14 | 14 |
| o22ai_1 | 7 | 7 |
| xnor2_1 | 38 | 38 |
| xor2_1 | 13 | 13 |
[metrics by stage]
step	hold slack, ns
CTS	0.417
detailed placement	0.389
global route	0.436
finish	0.412
global placement	0.385
floorplan	0.368
